--- flow/design.v ---
module e_clk_delay (
    input i_clk,           
    input i_e_clk,         
    input i_reset,         
    output reg o_e_longdelay = 0,   
    output reg o_e_shortdelay = 0   
);
    reg e_prev = 1;
    reg [2:0] counter = 0;  
    reg delaying = 0;
    reg [6:0] start_counter = 0;  
    always @(posedge i_clk) begin
        e_prev <= i_e_clk;
        if (i_e_clk && i_reset) begin
            delaying <= 0;
            counter <= 0;
            o_e_longdelay <= 1;
            if (start_counter < 6'd44) begin  
                o_e_shortdelay <= 0;  
                start_counter <= start_counter + 1;
            end 
            else begin
                o_e_shortdelay <= 1;  
            end
        end
        else if (e_prev && ~i_e_clk) begin
            delaying <= 1;
            counter <= 3'd4;  
            o_e_longdelay <= 1;
            o_e_shortdelay <= 1;
        end
        else if (delaying) begin
            if (counter == 0) begin
                delaying <= 0;
            end
            if (counter <= 3'd2) begin
                o_e_longdelay <= 0;  
                o_e_shortdelay <= 0;  
            end
            if(counter > 0) begin
                counter <= counter - 1;
            end
        end
        else begin
            o_e_longdelay <= 0;
            o_e_shortdelay <= 0;
            start_counter <= 0;  
        end
    end
endmodule
--- flow/constraint.sdc ---
current_design e_clk_delay

set clk_period 1.8
set clk_io_pct 0.2

create_clock -name clk0 -period $clk_period [get_ports {i_clk}]

set non_clock_inputs [all_inputs -no_clocks]
set_input_delay [expr $clk_period * $clk_io_pct] -clock clk0 $non_clock_inputs
set_output_delay [expr $clk_period * $clk_io_pct] -clock clk0 [all_outputs]
--- flow/config.mk ---
export PLATFORM = sky130hd
export DESIGN_NAME = e_clk_delay
export DESIGN_NICKNAME = e_clk_delay
export VERILOG_FILES = /design/flow/design.v
export SDC_FILE = /design/flow/constraint.sdc
export NUM_CORES = 4
export LEC_CHECK = 1
export CORE_AREA = 10 10 87 87
export DIE_AREA = 0 0 97 97
--- flow/run.sh ---
#!/bin/bash
# OpenROAD 26Q1-2900-gdf79404cd8, Yosys 0.63+post, stock flow scripts
make -C /OpenROAD-flow-scripts/flow DESIGN_CONFIG=/design/flow/config.mk WORK_HOME=/design/flow/orfs finish
==> impl.org <==
#+TITLE: Synthesis and PnR summary

** Outcome
- The run finished with clean final reports.

** Synth
- The largest total area in the synthesized netlist belongs to sky130_fd_sc_hd__edfxtp_1.
- Synthesized area per cell :: just over 10 um2
- Portion of synthesized cell area occupied by the leading cell type :: 35.0%
- The synthesis stat section lists a flop and latch total of 14.
- The cell count after synthesis came out at approximately 67.
- By area the synthesized netlist is led by sky130_fd_sc_hd__edfxtp_1 35%, sky130_fd_sc_hd__dfxtp_1 18%, sky130_fd_sc_hd__ha_1 7.3%.
- Fraction of registers with async set or reset after synthesis :: 0%
- Synth Flop Type :: sky130_fd_sc_hd__edfxtp_1
- Counting the warning lines in the Yosys log gives 1.
- In this run the cell area of the synthesized design comes to between 600 and 700 um2.
- Chip area from the yosys synthesis statistics :: around 690 um2
- In the Yosys report the total cell count is about 67.
- For this run, the register share of the synthesized area comes to between 50% and 60%.
- Per the synthesis report, the number of distinct cell types is 24.
- Number of enable-type register cells in the synthesized netlist :: 8

** Floorplan
- DIE WIDTH :: 97 um
- Before placement the cells fill 12.2% of the core.
- Height of the die :: about 97 um
- The chip occupies around 0.0094 mm2.
- Top-level port count :: 5
- Floorplan Core Area :: around 0.0056 mm2
- The floorplan has 27 rows.

** Drt
- Once detail routing completed, the nets flagged for antenna violations numbered 0.
- Total detailed-routing wirelength :: around 1200 um
- Summing over every cut layer, the via total after detailed routing is 514.
- Routed wire per std cell :: slightly above 8 um
- In the log, the iteration count for the first detailed-route pass is 4.
- Once iteration 0 of detailed routing completed, the report listed 2 DRC markers.
- Diode insertion count for antenna repair :: 0
- DRC violations left :: 0
- Per the detail_route report, vias per standard cell equal ~3.4.

** Place
- Buffers placed on the I/O ports in this run total 4.
- Detailed placement HPWL :: approximately 970 um
- Cell count after placement :: between 100 and 150
- Placed Instance Area :: around 850 um2
- After its last routability iteration, the placer logged a weighted congestion of 0.805.

** Power and ir drop
- Register share of total power :: about 48%
- VDD IR-drop max :: ~0.00049 V
- The flow reports that combinational logic draws 28.9% of the design power.
- In the power breakdown, the internal column shows around 770 uW.
- Part of the total power dissipated in the clock network :: 23.0%
- Switching part of the total :: between 30% and 40%
- The flow reported a cell area power density of 1260 mW/mm2.
- Switching power :: 362 uW
- The leakage power in the latest report is around 0.00032 uW.

** Final layout
- Across the whole layout, storage elements account for between 300 and 400 um2.
- Summed area of non-filler cells in the final layout :: 895 um2
- The final report gives the core utilization as between 10% and 20%.
- Relative area change from synthesis to final layout :: 30.5%
- The post-route netlist has a little under an eighth of its cells at a drive strength greater than 1.
- Once layout is complete, the cells apart from fillers number 151.
- In the final layout, the fill cell count is 619.
- Logic area :: ~310 um2

** Setup path
- CP Data Required Time :: approximately 1800 ps
- Element type at the critical path end :: flop
- For flop-to-flop paths, the worst setup slack is between 300 and 400 ps.
- The endpoint identified for the worst register-to-register timing path is start_counter[4].
- The data arrival time reported for the critical path is between 1000 and 1500 ps.
- Worst R2R Path Depth :: 4
- In this run the critical path is formed by clkdlybuf4s50_1, nor2b_1, o21ai_0, a22oi_1, buf_4.
- Critical Path Fanout Max :: 7
- STA classifies the critical path startpoint as a primary input.
- Slowest cell on the critical path :: sky130_fd_sc_hd__clkdlybuf4s50_1
- Largest stage delay, worst path :: about 530 ps
- The worst setup path is of the in2reg kind.
- Per the timing report, the most critical flop-to-flop path originates at start_counter[2].

** CTS
- CTS built an H-tree with a depth of 1.
- In this run, post-CTS repair resized a total of 0 instances.
- In this run the post-CTS setup repair buffer count came out at 0.
- Inserted Clock Buffers :: 3
- No sink is reached through more buffers than the 2 on the longest clock path.
- The report puts the hold buffer count at CTS at 0.
- The root buffer cell chosen for the clock tree is sky130_fd_sc_hd__clkbuf_8.
- TritonCTS clock tree :: built
- Reg clk slew, reported paths :: 60 ps
- Number of clock sinks seen by CTS :: 14
- Clk latency of the worst-skew pair :: 240 ps

** STA
- Setup repair after global routing left no endpoint under its margin.
- Post-layout minimum cycle time :: about 1500 ps
- Worst rel slew slack :: around four fifths
- Final cycle utilization of the critical path :: between 80 and 90%
- Hold violation count in the final report :: 0
- Final max-slew violation count :: 0
- Layout Skew :: 0.830 ps
- Transition time of the tightest slew-check pin :: approximately 270 ps
- Based on the critical path, the design can be clocked at up to between 600 and 700 MHz.
- Final setup fails :: 0
- Total negative slack for setup checks :: 0 ps
- Min Hold Slack :: 481 ps

** Global routing
- Total overflow reported by the global router :: 0
- Initial antenna violation count :: 0
- GRT Total Usage :: roughly 2.5%
- Entering global routing, the biggest net connects 9 pins.
- The first global-routing pass estimated about 2100 um of wire.
- The number of global-route vias before repair is 506.

** Hold path
- Start point of the worst min-delay path :: counter[0]
- Number of cells on the worst hold path :: 2
- In the hold report, the worst path ends at counter[0].
- Worst hold path class :: reg2reg

** Run
- The report counts max-capacitance violations totalling 0.
- Across all stage logs, warnings added up to 27.
## power groups by stage
stage / combinational, uW / clock [uW] / sequential [uW]
global route: 387 / 287 / 558
CTS: 330 / 267 / 539
finish: 326 / 259 / 541
## routing by layer
metal | global-route usage [%] | share of wire, % | routed length, um | vias to the layer above
met5 | 0 | 0 | 0 | -
met4 | 1.13 | 3.2 | 40 | 0
met3 | 0 | 0.64 | 8 | 2
met2 | 3.37 | 39 | 487 | 8
met1 | 4.07 | 57 | 711 | 241
li1 | - | - | - | 263
## how the worst max path moves through the flow
stage / start / end / slack [ps] / depth (start not counted)
finish: i_e_clk / start_counter[4] / 260 / 5
global route: i_e_clk / start_counter[0] / 120 / 5
CTS: i_e_clk / start_counter[3] / 260 / 5
## layout by cell type, fill, tap and decap left out, types with 2 or more instances in the layout
cell type,instances
sky130_fd_sc_hd__buf_4,5
sky130_fd_sc_hd__and2_1,2
sky130_fd_sc_hd__nand3_1,4
sky130_fd_sc_hd__xor2_1,2
sky130_fd_sc_hd__nor2_1,5
sky130_fd_sc_hd__clkbuf_8,3
sky130_fd_sc_hd__edfxtp_1,8
sky130_fd_sc_hd__a21oi_1,5
sky130_fd_sc_hd__nand2b_1,2
sky130_fd_sc_hd__inv_1,4
sky130_fd_sc_hd__clkdlybuf4s50_1,4
sky130_fd_sc_hd__o21ai_0,5
sky130_fd_sc_hd__or3_1,2
sky130_fd_sc_hd__nand2_1,5
sky130_fd_sc_hd__dfxtp_1,6
sky130_fd_sc_hd__nor2b_1,3
sky130_fd_sc_hd__ha_1,4
## cell usage after synthesis, drive strengths merged (2+ instances only)
cell type / n
a21oi: 5
ha: 4
o21ai: 5
edfxtp: 8
inv: 4
xor2: 2
dfxtp: 6
or3: 2
nor2: 5
nand2: 5
and2: 2
nor2b: 3
nand3: 5
nand2b: 2
## worst max-delay path, delay by kind of cell
kind                   cells  cell delay (ps)
AND-OR/OR-AND              2              270
buffers and inverters      2              720
AND/OR/NAND/NOR            1              140
## flip-flops by register name (all words and copies together) (netlist names)
name	flops
start_counter	7
o_e_shortdelay	1
delaying	1
e_prev	1
o_e_longdelay	1
counter	3
## cell type report
cell class	count	share of cell area [%]
Sequential cell	14	40.3
Multi-Input combinational cell	48	34.3
Tap cell	72	10.1
Timing Repair Buffer	9	8.67
Clock buffer	4	5.03
Inverter	4	1.68
## through the flow
step | setup WS, ps | total power (uW)
after CTS | 257 | 1140
after global placement | 44.6 | 870
after detailed placement | 22.1 | 868
final | 259 | 1130
after floorplan | 303 | 757
after global routing | 118 | 1230
## cells by family (layout without fill, tap and decap cells)
logic type / count (synthesis) / in the layout / synth area share (%)
AND-OR/OR-AND: 15 / 15 / 13.1
XOR/XNOR: 3 / 3 / 3.83
adder cells (fa/ha/maj): 4 / 4 / 7.30
buffers and inverters: 5 / 17 / 2.74
flip-flops: 14 / 14 / 52.6
multiplexers: 1 / 1 / 1.46
AND/OR/NAND/NOR: 25 / 25 / 19.0
Power figures rest on the tool's default switching activity, not on a simulated workload.
