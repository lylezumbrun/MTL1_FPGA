<file path="/design/flow/design.v">
module spi_flash_controller (
    input spi_ce,             
    input reset,              
    input i_enable,
    input [15:0] i_ADDRESS_BUS,  
    input [7:0] i_DataBus,   
    input i_RW,                
    input clk,                 
    input i_SPI_MISO,          
    output reg o_SPI_CLK,      
    output reg o_SPI_MOSI,     
    output reg o_SPI_CS,       
    output reg [7:0] o_spi_data,   
    output reg o_MemoryReady,
    output reg o_HALT
);
    wire [7:0] spi_read_command = 8'h03;  
    wire [7:0] spi_page_command = 8'h02;  
    wire [7:0] spi_write_enable_command = 8'h06;  
    reg [23:0] spi_readaddress = 24'b0;  
    reg [23:0] spi_writeaddress = 24'b0;  
    reg [5:0] read_bit_counter = 6'd0;      
    reg [5:0] write_bit_counter = 6'd0;      
    reg [15:0] writedelay_counter = 0;
    reg [7:0] spi_datawrite;           
    reg spi_read_active = 0;                
    reg spi_write_active = 0;                
    reg start_write_delay = 0;
    reg spi_page_active = 0;                
    reg read_clock_delay = 0;
    reg write_clock_delay = 0;
    reg start_write = 0;
    reg start_read = 0;
    always @(negedge i_enable) begin
        if (!i_RW && spi_ce) begin
            spi_writeaddress <= {12'b0, i_ADDRESS_BUS[11:0]};  
            start_write <= 1'b1;
            spi_datawrite <= i_DataBus;
        end
        else begin
            start_write <= 1'b0;
        end
    end
    always @(posedge i_enable) begin
        if (i_RW && spi_ce) begin
            spi_readaddress <= {12'b0, i_ADDRESS_BUS[11:0]};  
            start_read <= 1'b1;
        end
        else begin
            start_read <= 1'b0;
        end
    end
    always @(posedge clk) begin
        if (~reset) begin
            o_spi_data <= 8'b0;           
            read_bit_counter <= 6'b0;        
            write_bit_counter <= 6'b0;        
            spi_read_active <= 1'b0;         
            spi_write_active <= 1'b0;         
            spi_page_active <= 1'b0;         
            o_MemoryReady <= 1'b1;     
            o_HALT <= 1'b1;          
        end
        if (start_read && !spi_read_active && reset) begin
            spi_read_active <= 1'b1;          
            read_bit_counter <= 6'd0;         
            read_clock_delay <= 1'b0;
       end
       if (start_write && !spi_write_active && !spi_page_active && reset) begin
            spi_write_active <= 1'b1;          
            spi_page_active <= 1'b0;          
            write_bit_counter <= 6'd0;         
            write_clock_delay <= 1'b0;
        end
        if (spi_read_active && reset) begin
                o_SPI_CS <= 1'b0;            
                o_MemoryReady <= 1'b0;      
                if (read_clock_delay) begin 
                    o_SPI_CLK = ~o_SPI_CLK;    
                    o_HALT <= 1'b1;          
                end
                read_clock_delay <= 1'b1;
                if (~o_SPI_CLK) begin
                    if (read_bit_counter < 6'd8) begin  
                        o_SPI_MOSI <= spi_read_command[7 - read_bit_counter];
                    end else if (read_bit_counter < 6'd32) begin
                        o_SPI_MOSI <= spi_readaddress[31 - read_bit_counter];
                    end else if (read_bit_counter == 6'd40) begin
                        spi_read_active <= 1'b0;       
                        o_MemoryReady <= 1'b1;      
                        read_clock_delay <= 1'b0;
                    end
                end
                else begin
                    if (read_bit_counter < 6'd40) begin
                        o_spi_data[7 - (read_bit_counter - 6'd32)] <= i_SPI_MISO;
                    end
                    read_bit_counter <= read_bit_counter + 1;
                end
        end 
        if (spi_write_active && !spi_page_active && reset) begin
            o_SPI_CS <= 1'b0;            
            if (write_clock_delay) begin 
                o_SPI_CLK = ~o_SPI_CLK;    
            end
            write_clock_delay <= 1'b1;
            if (~o_SPI_CLK) begin
                if (write_bit_counter < 6'd8) begin  
                    o_SPI_MOSI <= spi_write_enable_command[7 - write_bit_counter];
                end  
            end
            else begin
                if (write_bit_counter == 6'd8) begin
                    spi_page_active <= 1'b1;       
                    write_bit_counter <= 6'd0;         
                    write_clock_delay <= 1'b0;
                    o_SPI_CS <= 1'b1;            
                    o_SPI_CLK = 1'b0;          
                end
                else begin
                write_bit_counter <= write_bit_counter + 1;
                end
            end
        end
        if (spi_page_active && reset) begin
            o_SPI_CS <= 1'b0;            
            if (write_clock_delay) begin 
                o_SPI_CLK = ~o_SPI_CLK;    
            end
            write_clock_delay <= 1'b1;
            if (~o_SPI_CLK) begin
                if (write_bit_counter < 6'd8) begin  
                    o_SPI_MOSI <= spi_page_command[7 - write_bit_counter];
                end else if (write_bit_counter < 6'd32) begin
                    o_SPI_MOSI <= spi_writeaddress[31 - write_bit_counter];
                end
                else if (write_bit_counter < 6'd40) begin
                o_SPI_MOSI <= spi_datawrite[7 - (write_bit_counter - 6'd32)];
                end    
                else if (write_bit_counter == 6'd40) begin
                    spi_page_active <= 1'b0;       
                    spi_write_active <= 1'b0;       
                    writedelay_counter <= 16'd48000;   
                    start_write_delay <= 1'b1;
                end
            end
            else begin
                write_bit_counter <= write_bit_counter + 1;
            end
        end 
        if(!spi_read_active && !spi_write_active || start_write_delay) begin
            o_SPI_MOSI <= 1'bz;         
            o_SPI_CLK = 1'b0;          
            o_MemoryReady <= 1'b1;      
            o_SPI_CS <= 1'b1;         
        end
        if(start_write_delay) begin
                if (writedelay_counter > 0) begin
                writedelay_counter <= writedelay_counter - 1;  
                o_HALT <= 1'b0;          
                end 
                else begin
                    start_write_delay <= 1'b0;
                    o_HALT <= 1'b1;          
                end
        end
    end
endmodule
</file>
<file path="/design/flow/constraint.sdc">
current_design spi_flash_controller

set clk_period 5.9
set clk_io_pct 0.2

create_clock -name clk0 -period $clk_period [get_ports {clk}]
create_clock -name clk1 -period $clk_period [get_ports {i_enable}]

set non_clock_inputs [all_inputs -no_clocks]
set_input_delay [expr $clk_period * $clk_io_pct] -clock clk0 $non_clock_inputs
set_output_delay [expr $clk_period * $clk_io_pct] -clock clk0 [all_outputs]
</file>
<file path="/design/flow/run.sh">
#!/bin/bash
# OpenROAD 26Q1-2900-gdf79404cd8, Yosys 0.63+post, stock flow scripts
make -C /OpenROAD-flow-scripts/flow DESIGN_CONFIG=/design/flow/config.mk WORK_HOME=/design/flow/orfs finish
</file>
<file path="/design/flow/config.mk">
export PLATFORM = sky130hd
export DESIGN_NAME = spi_flash_controller
export DESIGN_NICKNAME = spi_flash_controller
export VERILOG_FILES = /design/flow/design.v
export SDC_FILE = /design/flow/constraint.sdc
export NUM_CORES = 4
export LEC_CHECK = 1
export CORE_UTILIZATION = 40
</file>
==> results.sh <==
# implementation run metrics
export IMPL_critical_path_top_delay_family="buffers and inverters"
export IMPL_cts_setup_buffers=0
export IMPL_warnings=58
export IMPL_pin_count=43
export IMPL_cp_max_fo=21
export IMPL_grtUsageMet3_pct=3.534
export IMPL_max_cap_viol_count=0
export IMPL_hold_violations=0
export IMPL_vias=3250
export IMPL_hold_class="reg -> reg"
export IMPL_slowest_delay_ps=460
export IMPL_synthTopCellsByArea="edfxtp_1, dfxtp_1, ha_1"
export IMPL_slew_headroom_pct=43.48
export IMPL_clkTransAtPathRegs_ps=80
export IMPL_cp_num_cells=3
export IMPL_initial_utilization_pct=41.83
export IMPL_top_logic_kind="simple AND/OR/NAND/NOR gates"
export IMPL_tightest_slew_ps=847.8
export IMPL_crit_path_end_kind="flop"
export IMPL_synthAoiAreaFrac_pct=13.21
export IMPL_fin_cells=611
export IMPL_cp_buffers_inverters=2
export IMPL_met2_usage_pct=22.81
export IMPL_first_pass_iters=6
export IMPL_synth_async_reset_ratio_pct=0
export IMPL_p_seq_share_pct=55.8
export IMPL_nFillCells=939
export IMPL_ys_area_um2=4395
export IMPL_crit_end="spi_datawrite[4]"
export IMPL_ys_sh_adder_pct=5.978
export IMPL_numSynthFlops=81
export IMPL_drv_slew=0
export IMPL_flop_cell="dfxtp_1"
export IMPL_crit_start="spi_ce"
export IMPL_ctsResizeCount=0
export IMPL_chip_area_um2=11410
export IMPL_final_area_um2=5107
export IMPL_syn_to_final_growth_pct=16.20
export IMPL_syn_area_um2=4395
export IMPL_status="complete, no violations"
export IMPL_wl_um=8149
export IMPL_postSynthCellCount=418
export IMPL_hpwl_um=5910
export IMPL_preCtsSetupSlack_ps=563.6
export IMPL_setup_viol=0
export IMPL_grt_max_degree=27
export IMPL_antenna_found_initial=0
export IMPL_fp_row_count=37
export IMPL_die_w_um=106.8
export IMPL_grt_pass1_vias=3006
export IMPL_p_leak_nw=1.946
export IMPL_drt_wirelength_per_cell_um=13.34
export IMPL_total_power_mw=1.110
export IMPL_p_int_uw=844.1
export IMPL_powerDensity_nw_per_um2=217.3
export IMPL_r2r_cells=5
export IMPL_final_util_pct=48.60
export IMPL_cp_required_ps=2960
export IMPL_syn_area_per_cell_um2=10.52
export IMPL_io_buffers=37
export IMPL_yosys_stat_seqShare_pct=44.41
export IMPL_die_h_um=106.8
export IMPL_setup_ws_ps=912.2
export IMPL_r2r_end="o_SPI_MOSI"
export IMPL_yosysUniqueCellTypes=71
export IMPL_ant_nets=0
export IMPL_rsz0062_at_grt="no"
export IMPL_path_cells="clkdlybuf4s50_1 -> nor2b_2 -> buf_4"
export IMPL_grt_overflow_total=0
export IMPL_arrival_ps=2040
export IMPL_dp_cells=575
export IMPL_cp_start_kind="primary input"
export IMPL_cts_tree="built"
export IMPL_met1_usage_pct=26.63
export IMPL_power_switching_uw=266.0
export IMPL_reg2reg_from="spi_writeaddress[9]"
export IMPL_top_cell_area_share_pct=22.54
export IMPL_worstSetupPathType="in -> reg"
export IMPL_swShare_pct=23.96
export IMPL_r2r_setup_slack_ps=1270
export IMPL_track_usage_pct=15.93
export IMPL_largest_area_cell="edfxtp_1"
export IMPL_cp_slowest_cell="clkdlybuf4s50_1"
export IMPL_top_usage_layer="met1"
export IMPL_via_per_inst=5.319
export IMPL_pwr_share_comb_pct=6.9
export IMPL_pwr_share_clk_pct=37.4
export IMPL_setup_tns_ps=0
export IMPL_yosys_area_share_simple_pct=21.43
export IMPL_grt_pass1_wl_um=14280
export IMPL_peakVddDrop_v=0.0001663
export IMPL_synth_edff_count=33
export IMPL_fin_hold_ws_ps=467.4
export IMPL_dpl_cell_area_um2=4852
export IMPL_mux_share_pct=8.340
export IMPL_lay_top_cells="dfxtp_1, clkdlybuf4s50_1, inv_1"
export IMPL_cts_sinks=81
export IMPL_synthXorXnorAreaFrac_pct=2.790
export IMPL_yosys_cells=418
export IMPL_ys_warnings_count=2
export IMPL_placeableCoreArea_um2=10510
export IMPL_route_detailed_drc=0
export IMPL_finClkSkew_ps=8.401
export IMPL_cts_hold_buf=0
export IMPL_layout_drive_gt1_share_pct=10.32
export IMPL_drt_iter0_markers=172
export IMPL_lay_top_count="dfxtp_1"
export IMPL_gp_congestion=0.8210
export IMPL_antenna_cells=0
-- registers in the layout (all words and copies together), names as in the netlist, 6 cells and up --
name	cells
spi_datawrite	8
spi_writeaddress	12
writedelay_counter	16
read_bit_counter	6
spi_readaddress	12
write_bit_counter	6
o_spi_data	8
-- synth_stat cells (all sizes together), types with 4 or more instances --
cell type and count:
dfxtp 48, edfxtp 33, nand2 32, nor2 32, ha 21, o21ai 21
nand3 17, mux2i 16, inv 15, o31ai 11, a21oi 10, buf 10
nand4 10, clkbuf 9, nand2b 9, nor4 8, xor2 8, nor2b 7
nor3 7, nor3b 7, mux2 6, mux4 6, xnor2 6, a21o 5
a31oi 4, and4b 4, nor4b 4, nor4bb 4, o21bai 4, o41ai 4
-- worst register-to-register path, delay by kind of cell (launching register included) --
kind / cells / cell delay (ps)
DFF: 1 / 360
AOI/OAI and AO/OA: 3 / 420
muxes: 2 / 750
-- layout make-up --
cell class                      instances  area, µm²  share of cell area (%)
Multi-Input combinational cell        302       2277                   44.59
Timing Repair Buffer                   40      392.9                   7.692
Inverter                               15      56.30                   1.102
Clock buffer                           12      155.1                   3.038
Clock inverter                         25      103.9                   2.033
Sequential cell                        81       1952                   38.22
Tap cell                              136      170.2                   3.332
-- cells by family after synthesis --
kind of cell / Yosys count
simple gates: 160
flops: 81
compound gates: 79
buf+inv: 35
mux: 28
fa+ha+maj: 21
xor+xnor: 14
-- per-layer routing --
layer	part of all wire (%)	vias up
met2	42	60
met4	1.1	0
met3	4.8	6
met5	0	-
met1	52	1507
li1	-	1677
-- power groups by stage --
stage	Sequential (mW)	Combinational, mW	Clock, mW
final	0.619	0.0762	0.415
after global routing	0.622	0.0855	0.463
after CTS	0.620	0.0769	0.430
-- worst min-delay path by stage --
stage / startpoint / endpoint / slack [ps] / cells past startpoint
6_report: o_spi_data[7] / o_spi_data[7] / 470 / 2
5_1_grt: writedelay_counter[5] / writedelay_counter[5] / 490 / 1
4_1_cts: o_spi_data[4] / o_spi_data[4] / 470 / 2
No activity file was given, so power comes from the tool's default toggle rates.
