### ./design.v
module uart_interface (
    input i_RW,
    input i_uart_data_ce,
    input i_uart_control_ce, 
    input clk,                   
    input reset,                 
    input i_UART_TX,             
    input [7:0] i_control,       
    input [7:0] i_uart_rxdata,   
    output reg o_UART_RX = 1'b1,  
    output reg [7:0] o_uart_txdata,  
    output reg [7:0] o_uart_status = 8'h0,  
    output reg [7:0] o_control,  
    output reg o_IRQ = 1'b1       
    );
    parameter CLOCK_DIVISOR = 52;  
    localparam RXIDLE = 1'b0, RECEIVE = 1'b1;  
    localparam TXIDLE = 1'b0, TRANSMIT = 1'b1;  
    reg [14:0] counter;      
    reg baud_clk;            
    reg [3:0] rx_bit_counter;   
    reg [3:0] tx_bit_counter;   
    reg [7:0] uart_rx_data;  
    reg rx_state = RXIDLE;       
    reg tx_state = TXIDLE;       
    reg transmit_flag;
    reg receive_flag;
    reg	[7:0] control_uart;     
    reg [9:0] uart_tx_data;
    reg [7:0] uart_data_out;
    reg DataRead;
    always @(posedge clk or negedge reset) begin
        if (!reset) begin
            counter <= 0;
            baud_clk <= 0;
        end else begin
            if (counter == (CLOCK_DIVISOR - 1)) begin
                counter <= 0;
                baud_clk <= ~baud_clk;  
            end else begin
                counter <= counter + 1;
            end
        end
    end
    always @(posedge baud_clk or negedge reset) begin
        if (!reset) begin
            rx_state <= RXIDLE;  
            rx_bit_counter <= 0;  
            uart_rx_data <= 8'b0;  
        end else begin
            case (rx_state)
                RXIDLE: begin
                    if (!i_UART_TX) begin  
                        rx_state <= RECEIVE;  
                        rx_bit_counter <= 0;  
                    end
                end
                RECEIVE: begin
                    uart_rx_data <= {i_UART_TX, uart_rx_data[7:1]};  
                    if (rx_bit_counter == 7) begin
                        rx_state <= RXIDLE;
                    end
                    rx_bit_counter <= rx_bit_counter + 1;
                end
            endcase
        end
    end
    always @(posedge baud_clk or negedge reset) begin
        if (!reset) begin
            tx_state <= TXIDLE;
            tx_bit_counter <= 0;
            o_UART_RX <= 1'b1;  
            o_uart_status[1] <= 1'b0;  
        end else begin
            case (tx_state)
                TXIDLE: begin
                    if (transmit_flag) begin   
                        tx_state <= TRANSMIT;
                        o_uart_status[1] <= 1'b1;  
                        tx_bit_counter <= 0;
                        uart_tx_data <= {1'b1, uart_data_out, 1'b0};  
                    end
                end
                TRANSMIT: begin
                    o_UART_RX <= uart_tx_data[tx_bit_counter];
                    tx_bit_counter <= tx_bit_counter + 1;
                    if (tx_bit_counter == 9) begin
                        o_uart_status[1] <= 1'b0;  
                        tx_state <= TXIDLE;
                        o_UART_RX <= 1'b1;  
                    end
                end
            endcase
        end
    end
    always @(posedge clk or negedge reset) begin
        if (!reset) begin
            o_IRQ <= 1'b1;  
            transmit_flag <= 1'b0;
            o_uart_status[0] <= 1'b0;  
            DataRead <= 1'b0;
        end else begin
            if (i_RW && i_uart_control_ce) begin
                o_control <= control_uart;
            end 
            if (!i_RW && i_uart_control_ce) begin
                control_uart <= i_control;
            end
            if (!i_RW && i_uart_data_ce && !tx_state) begin
                uart_data_out <= i_uart_rxdata;
                transmit_flag <= 1'b1;  
            end
            if (tx_state) begin
                transmit_flag <= 1'b0;  
            end
            if (rx_bit_counter == 8 && rx_state == RXIDLE && !DataRead) begin
                o_uart_status[0] <= 1'b1;   
                if (control_uart[1]) begin
                    o_IRQ <= 1'b0;   
                end
            end
            if (rx_state == RECEIVE) begin
                DataRead = 1'b0;
            end
            if (i_RW && i_uart_data_ce) begin
                o_uart_txdata <= uart_rx_data;   
                o_IRQ <= 1'b1;  
                o_uart_status[0] <= 1'b0;   
                DataRead <= 1'b1;
            end
        end
    end
endmodule  
### ./run.sh
#!/bin/bash
# OpenROAD 26Q1-2900-gdf79404cd8, Yosys 0.63+post, stock flow scripts
make -C /OpenROAD-flow-scripts/flow DESIGN_CONFIG=/design/flow/config.mk WORK_HOME=/design/flow/orfs finish
### ./config.mk
export PLATFORM = sky130hd
export DESIGN_NAME = uart_interface
export DESIGN_NICKNAME = uart_interface
export VERILOG_FILES = /design/flow/design.v
export SDC_FILE = /design/flow/constraint.sdc
export NUM_CORES = 4
export LEC_CHECK = 1
export CORE_UTILIZATION = 40
### ./constraint.sdc
current_design uart_interface

set clk_period 2.0
set clk_io_pct 0.2

create_clock -name clk0 -period $clk_period [get_ports {clk}]

set non_clock_inputs [all_inputs -no_clocks]
set_input_delay [expr $clk_period * $clk_io_pct] -clock clk0 $non_clock_inputs
set_output_delay [expr $clk_period * $clk_io_pct] -clock clk0 [all_outputs]
==> flow_metrics.env <==
# source this file to load flow results
export IMPL_worstPathRequired_ns=2.24
export IMPL_cts_buffers_inserted=5
export IMPL_ioPinCount=48
export IMPL_ant_nets=0
export IMPL_pwr_share_seq_pct=63.9
export IMPL_stdcell_count=360
export IMPL_ys_area_um2=3100
export IMPL_arrival_ns=2.00
export IMPL_ff_type="edfxtp_1"
export IMPL_core_region_area_um2=7370
export IMPL_first_global_vias=1606
export IMPL_grt_max_degree=31
export IMPL_dp_cells=351
export IMPL_wirelength_um=4310
export IMPL_lay_top_cells="edfxtp_1, clkdlybuf4s50_1, dfrtp_1"
export IMPL_untimed_endpoints=46
export IMPL_dpl_hpwl_um=3180
export IMPL_path_class="reg2reg"
export IMPL_fin_crit_ns=1.76
export IMPL_async_flop_share_pct=50.0
export IMPL_fin_crit_sh_pct=87.9
export IMPL_post_cts_buffers=0
export IMPL_finalClockSkew_ns=0.00897
export IMPL_ctsHtreeMaxLevel=2
export IMPL_swShare_pct=20.0
export IMPL_port_buffers=41
export IMPL_min_path_type="in2async"
export IMPL_clock_path_buffers=2
export IMPL_intPower_uw=1450
export IMPL_drt_vias_per_instance=4.58
export IMPL_slew_viol_final=0
export IMPL_grt_pass1_wl_um=7560
export IMPL_fin_tns_setup_ns=0
export IMPL_syn2layout_area_growth_pct=19.4
export IMPL_num_vias=1647
export IMPL_leakage_uw=0.00147
export IMPL_grt_overflow_total=0
export IMPL_fin_area_um2=3700
export IMPL_ir_drop_mv=0.468
export IMPL_syn_area_um2=3100
export IMPL_antenna_cells=0
export IMPL_floorplan_core_util_pct=42.0
export IMPL_p_clk_share_pct=31.6
export IMPL_worstPathMaxFanout=4
export IMPL_cts_root_buffer="clkbuf_8"
export IMPL_rows=31
export IMPL_drt_initial_drc_count=63
export IMPL_max_freq_mhz=569
export IMPL_hold_viol=0
export IMPL_avgSynthCellArea_um2=14.5
export IMPL_place_gp_congestion=0.796
export IMPL_cp_start_kind="flip-flop"
export IMPL_drt_first_pass_iters=4
export IMPL_clkTransAtPathRegs_ns=0.09
export IMPL_ys_seq_share_pct=71.2
export IMPL_grtUsageTotal_pct=12.0
export IMPL_dpl_worst_slack_ns=0.224
export IMPL_worstSkewPairLatency_ns=0.30
export IMPL_grt_setup_unrepaired="no"
export IMPL_cap_violations=0
export IMPL_drc_errors=0
export IMPL_postCtsResizedCells=0
export IMPL_yosys_cell_types_count=38
export IMPL_unclocked_pins=28
export IMPL_edf_count=40
export IMPL_postCtsHoldBufs=1
export IMPL_syn_inst=214
export IMPL_pwr_share_comb_pct=4.6
export IMPL_p_switching_uw=364
export IMPL_end_kind="flip-flop"
export IMPL_power_density_nw_per_um2=491
export IMPL_openroad_warnings=27
export IMPL_slew_headroom_pct=47.4
export IMPL_die_x_um=90.0
export IMPL_ys_warn_count=1
export IMPL_yosys_stat_cells=214
export IMPL_wl_per_cell_um=12.0
export IMPL_cts_tree="yes"
export IMPL_setup_violations_final=0
export IMPL_fin_util_pct=50.2
export IMPL_worst_slack_ns=0.242
export IMPL_die_area_um2=8100
export IMPL_tightest_slew_ns=0.789
export IMPL_antenna_found_initial=0
export IMPL_die_y_um=90.0
export IMPL_status="finished clean"
export IMPL_placedInstanceArea_um2=3600
export IMPL_layout_drive_gt1_share_pct=9.20
export IMPL_synth_flops=80
## final cells by class
| type | instances | area, um2 |
|---|---|---|
| Fill cell | 648 | 3670 |
| Clock buffer | 6 | 72.6 |
| Clock inverter | 2 | 16.3 |
| Inverter | 12 | 45.0 |
| Tap cell | 99 | 124 |
| Multi-Input combinational cell | 117 | 807 |
| Sequential cell | 80 | 2200 |
| Timing Repair Buffer | 44 | 430 |
## power groups by stage
stage / logic, uW / clock network, uW / registers, uW
CTS: 85.9 / 600 / 1160
global route: 93.5 / 638 / 1160
finish: 82.9 / 574 / 1160
## metrics by stage
stage	total power, uW	hold WS (ns)
after floorplan	1200	0.104
after global placement	1270	0.314
after detailed placement	1270	0.311
after CTS	1850	0.246
after global routing	1890	0.270
final	1820	0.233
## flip-flops by register name, summed over array words and instances, names as in the netlist, 2 cells and up
register,count
o_uart_txdata,8
rx_bit_counter,4
o_control,8
control_uart,8
uart_data_out,8
o_uart_status,2
tx_bit_counter,4
counter,15
uart_tx_data,8
uart_rx_data,8
## cells in the mapped netlist (all sizes together) (4+ instances only)
cell,instances,area (um2)
ha,5,62.6
and3,4,25.0
inv,12,45.0
nand2,13,56.3
xor2,5,43.8
mux2,8,90.1
nand3,7,35.0
clkbuf,4,15.0
o21ai,10,50.1
a21oi,5,25.0
xnor2,10,87.6
nand4,4,25.0
nor2,13,48.8
dfrtp,38,951
buf,6,45.0
edfxtp,40,1200
## logic make-up (layout without fill, tap and decap cells)
group           after synthesis  count (layout)  share of synthesized area, %
flops                        80              80                          71.2
simple gates                 55              55                          9.77
compound gates               25              25                          5.01
buf+inv                      22              64                          3.39
xor+xnor                     15              15                          4.24
mux                          11              11                          4.28
fa+ha+maj                     5               5                          2.02
other cells                   1               6                         0.121
## critical path, stage by stage (launching register included)
cell     delay, ns
dfrtp_1       0.39
ha_1          0.21
nand3_1       0.15
or3_1         0.40
or4_1         0.48
nand2_1       0.07
## layer usage
layer  track usage [%]  share of wire [%]  vias to the layer above
met5                 0                  0                        -
met4              1.21                1.0                        0
met3              3.44                5.8                        5
met2              17.9                 45                       41
met1              19.7                 48                      760
li1                  -                  -                      841
## path summary, 6_finish.rpt
check / startpoint / endpoint / slack [ns] / cells after the start
min in group clk0: control_uart[5] / o_control[5] / 0.42 / 0
min: reset / o_IRQ / 0.23 / 1
min reg2reg: control_uart[5] / o_control[5] / 0.42 / 0
max reg2reg: counter[0] / counter[12] / 0.24 / 5
max in group asynchronous: reset / transmit_flag / 1.19 / 2
max: counter[0] / counter[12] / 0.24 / 5
Power and IR drop assume default switching activity.
